==> ./design.v <==
`timescale 1ns / 1ps
module lp_dma(
    input aclk,
    input aresetn,
    input rst_busy,
    input [31:0] ddr_base_addr,
    input [31:0] bram_base_addr,
    input [15:0] stride,
    input fetch_start,
    input [15:0] num_rows,
    output wire [1:0] M_AXI_ARID,        
    output wire [31:0] M_AXI_ARADDR,     
    output wire [7:0] M_AXI_ARLEN,       
    output wire [2:0] M_AXI_ARSIZE,      
    output wire [1:0] M_AXI_ARBURST,     
    output wire M_AXI_ARLOCK,            
    output wire [3:0] M_AXI_ARCACHE,     
    output wire [2:0] M_AXI_ARPROT,      
    output wire [3:0] M_AXI_ARQOS,       
    output wire M_AXI_ARVALID,
    input wire M_AXI_ARREADY,
    output wire M_AXI_RREADY,
    input wire [1:0] M_AXI_RID,          
    input wire [31:0] M_AXI_RDATA,
    input wire [1:0] M_AXI_RRESP,        
    input wire M_AXI_RLAST,
    input wire M_AXI_RVALID,
    output wire [1:0] BRAM_M_AXI_AWID,          
    output wire [31:0] BRAM_M_AXI_AWADDR,       
    output wire [7:0] BRAM_M_AXI_AWLEN,         
    output wire [2:0] BRAM_M_AXI_AWSIZE,        
    output wire [1:0] BRAM_M_AXI_AWBURST,       
    output wire  BRAM_M_AXI_AWLOCK,             
    output wire [3:0] BRAM_M_AXI_AWCACHE,       
    output wire [2:0] BRAM_M_AXI_AWPROT,        
    output wire [3:0] BRAM_M_AXI_AWQOS,         
    output wire  BRAM_M_AXI_AWVALID,            
    input wire  BRAM_M_AXI_AWREADY,
    output wire [31:0] BRAM_M_AXI_WDATA,        
    output wire [3:0] BRAM_M_AXI_WSTRB,         
    output wire  BRAM_M_AXI_WLAST,              
    output wire  BRAM_M_AXI_WVALID,             
    input wire  BRAM_M_AXI_WREADY,
    input wire [1:0] BRAM_M_AXI_BID,
    input wire [1:0] BRAM_M_AXI_BRESP,
    input wire  BRAM_M_AXI_BVALID,
    output wire  BRAM_M_AXI_BREADY              
  );
  assign M_AXI_ARID = 'b0;
  assign M_AXI_ARSIZE = 3'b010;        
  assign M_AXI_ARLOCK = 1'b0;
  assign M_AXI_ARCACHE = 4'b0010;
  assign M_AXI_ARPROT = 3'h0;
  assign M_AXI_ARQOS = 4'h0;
  assign M_AXI_ARBURST = 2'b01;        
  assign BRAM_M_AXI_AWID = 2'b0;
  assign BRAM_M_AXI_AWSIZE = 3'b010;        
  assign BRAM_M_AXI_AWBURST = 2'b01;        
  assign BRAM_M_AXI_AWLOCK = 1'b0;
  assign BRAM_M_AXI_AWCACHE = 4'b0010;
  assign BRAM_M_AXI_AWPROT = 3'h0;
  assign BRAM_M_AXI_AWQOS = 4'h0;
  assign BRAM_M_AXI_WSTRB = 4'hF;           
  reg fsm_busy;
  reg fsm_done;
  reg [31:0] fsm_axi_araddr;
  reg fsm_axi_arvalid;
  reg fsm_axi_rready;
  reg [7:0] fsm_axi_arlen;
  reg [31:0] fsm_axi_awaddr;
  reg [7:0] fsm_axi_awlen;
  reg fsm_axi_awvalid;
  reg [31:0] fsm_axi_wdata;
  reg fsm_axi_wlast;
  reg fsm_axi_wvalid;
  reg fsm_axi_bready;
  assign busy = fsm_busy;
  assign done = fsm_done;
  assign M_AXI_ARADDR = fsm_axi_araddr;
  assign M_AXI_ARVALID = fsm_axi_arvalid;
  assign M_AXI_RREADY = fsm_axi_rready;
  assign M_AXI_ARLEN = fsm_axi_arlen;
  assign BRAM_M_AXI_AWADDR = fsm_axi_awaddr;
  assign BRAM_M_AXI_AWLEN = fsm_axi_awlen;
  assign BRAM_M_AXI_AWVALID = fsm_axi_awvalid;
  assign BRAM_M_AXI_WDATA = fsm_axi_wdata;
  assign BRAM_M_AXI_WLAST = fsm_axi_wlast;
  assign BRAM_M_AXI_WVALID = fsm_axi_wvalid;
  assign BRAM_M_AXI_BREADY = fsm_axi_bready;
  reg [15:0] element_counter;
  reg [7:0] burst_element_counter;                         
  reg [15:0] write_element_counter;    
  reg [31:0] write_buffer[0:255];      
  reg [7:0] write_buffer_counter;       
  parameter S0 = 'd0;
  parameter S1_ROW = 'd1,
            S2_ROW = 'd2,
            S3_ROW = 'd3,
            S4_ROW_LAST = 'd4,
            S4_ROW_NOT_LAST = 'd5,
            S5_ROW_LAST = 'd6,
            S5_ROW_NOT_LAST = 'd7,
            S6_ROW = 'd8,
            BUFFER_WRITE_1 = 'd9,
            BUFFER_WRITE_2 = 'd10,
            BUFFER_WRITE_3 = 'd11,
            BUFFER_WRITE_4 = 'd12,
            BUFFER_WRITE_5 = 'd13;
  reg [5:0] current_state;
  reg [5:0] jump_state;  
  always @ (posedge aclk)
  begin
    if (aresetn == 1'b0)
    begin
      current_state <= S0;
      element_counter <= 16'b0;
      burst_element_counter <= 8'b0;
      write_element_counter <= 16'b0;
      write_buffer_counter <= 8'b0;
      fsm_busy <= 1'b0;
      fsm_done <= 1'b0;
      fsm_axi_araddr <= 32'b0;
      fsm_axi_arvalid <= 1'b0;
      fsm_axi_rready <= 1'b0;
      fsm_axi_arlen <= 8'b0;
      fsm_axi_awaddr <= 32'b0;
      fsm_axi_awlen <= 8'b0;
      fsm_axi_awvalid <= 1'b0;
      fsm_axi_wdata <= 32'b0;
      fsm_axi_wlast <= 1'b0;
      fsm_axi_wvalid <= 1'b0;
      fsm_axi_bready <= 1'b0;
    end
    else if (rst_busy)
    begin
      current_state <= current_state;
    end
    else
    begin
      case (current_state)
        S0:
        begin
          fsm_done <= 1'b0;        
          if (fetch_start == 1'b1)
          begin
            fsm_busy <= 1'b1;
            current_state <= S1_ROW;
          end
          else
            current_state <= S0;
        end
        S1_ROW:
        begin
          fsm_axi_araddr <= ddr_base_addr + (element_counter * (4 * stride));
          fsm_axi_arlen <= 0;  
          fsm_axi_arvalid <= 1'b1;
          current_state <= S2_ROW;
        end
        S2_ROW:
        begin
          if (M_AXI_ARREADY == 1'b1)
          begin
            current_state <= S3_ROW;
            fsm_axi_arvalid <= 1'b0;
            fsm_axi_rready <= 1'b1;
          end
          else
            current_state <= S2_ROW;
        end
        S3_ROW:
        begin
          if (M_AXI_RVALID == 1'b1)
          begin
            if (M_AXI_RLAST == 1'b0)
              current_state <= S4_ROW_NOT_LAST;    
            else
              current_state <= S4_ROW_LAST;                            
            write_buffer[write_buffer_counter] <= M_AXI_RDATA;
            write_buffer_counter <= write_buffer_counter + 1'b1;
            fsm_axi_rready <= 1'b0;
          end
          else
            current_state <= S3_ROW;
        end
        S4_ROW_NOT_LAST:
        begin
          if (write_buffer_counter == 255)
          begin
            current_state <= BUFFER_WRITE_1;
            jump_state <= S5_ROW_NOT_LAST;
          end
          else
            current_state <= S5_ROW_NOT_LAST;
        end
        S4_ROW_LAST:
        begin
          current_state <= BUFFER_WRITE_1;
          jump_state <= S5_ROW_LAST;
        end
        BUFFER_WRITE_1:
        begin
          fsm_axi_awaddr <= bram_base_addr + (write_element_counter << 'd2);
          fsm_axi_awlen <= write_buffer_counter;
          burst_element_counter <= 8'b0;   
          write_buffer_counter <= 8'b0;
          fsm_axi_awvalid <= 1'b1;
          current_state <= BUFFER_WRITE_2;
        end
        BUFFER_WRITE_2:
        begin
          if (BRAM_M_AXI_AWREADY == 1'b1)
          begin
            current_state <= BUFFER_WRITE_3;
            fsm_axi_awvalid <= 1'b0;
            fsm_axi_bready <= 1'b1;
          end
          else
            current_state <= BUFFER_WRITE_2;
        end
        BUFFER_WRITE_3:
        begin
          current_state <= BUFFER_WRITE_4;
          fsm_axi_wdata <= write_buffer[burst_element_counter];
          fsm_axi_wvalid <= 1'b1;
          fsm_axi_wlast <= (burst_element_counter == fsm_axi_awlen) ? 1'b1 : 1'b0;  
        end
        BUFFER_WRITE_4:
        begin
          if (BRAM_M_AXI_WREADY == 1'b1)
          begin
            current_state <= (fsm_axi_wlast) ? BUFFER_WRITE_3 : BUFFER_WRITE_5;
            fsm_axi_wvalid <= 1'b0;
            fsm_axi_wlast <= 1'b0;
            write_buffer[burst_element_counter] <= 32'b0;
            write_element_counter <= write_element_counter + 1'b1;
            burst_element_counter <= burst_element_counter + 1'b1;
          end
          else
            current_state <= BUFFER_WRITE_4;
        end
        BUFFER_WRITE_5:
        begin
          if (BRAM_M_AXI_BVALID == 1'b1)
          begin
            fsm_axi_bready <= 1'b0;
            current_state <= jump_state;
          end
          else
            current_state <= BUFFER_WRITE_5;
        end
        S5_ROW_NOT_LAST:
        begin
          current_state <= S3_ROW;
          fsm_axi_rready <= 1'b1;
          element_counter <= element_counter + 1'b1;
        end
        S5_ROW_LAST:
        begin
          current_state <= S6_ROW;
          element_counter <= element_counter + 1'b1;
        end
        S6_ROW:
        begin
          if (element_counter == num_rows)
          begin
            element_counter <= 16'b0;
            fsm_busy <= 1'b0;
            fsm_done <= 1'b1;
            fsm_axi_araddr <= 32'b0;
            fsm_axi_arvalid <= 1'b0;
            fsm_axi_rready <= 1'b0;
            fsm_axi_arlen <= 8'b0;
            fsm_axi_awaddr <= 32'b0;
            fsm_axi_awlen <= 8'b0;
            fsm_axi_awvalid <= 1'b0;
            fsm_axi_wdata <= 32'b0;
            fsm_axi_wlast <= 1'b0;
            fsm_axi_wvalid <= 1'b0;
            fsm_axi_bready <= 1'b0;
            current_state <= S0;
          end
          else
          begin
            current_state <= S1_ROW;
          end
        end
        default:
        begin
          current_state <= S0;
          element_counter <= 16'b0;
          burst_element_counter <= 8'b0;
          write_element_counter <= 16'b0;
          write_buffer_counter <= 8'b0;
          fsm_busy <= 1'b0;
          fsm_done <= 1'b0;
          fsm_axi_araddr <= 32'b0;
          fsm_axi_arvalid <= 1'b0;
          fsm_axi_rready <= 1'b0;
          fsm_axi_arlen <= 8'b0;
        end
      endcase
    end
  end
endmodule
==> ./run.sh <==
#!/bin/bash
# OpenROAD 26Q1-2900-gdf79404cd8, Yosys 0.63+post, stock flow scripts
make -C /OpenROAD-flow-scripts/flow DESIGN_CONFIG=/design/flow/config.mk WORK_HOME=/design/flow/orfs finish
==> ./config.mk <==
export PLATFORM = sky130hd
export DESIGN_NAME = lp_dma
export DESIGN_NICKNAME = lp_dma
export VERILOG_FILES = /design/flow/design.v
export SDC_FILE = /design/flow/constraint.sdc
export NUM_CORES = 4
export LEC_CHECK = 1
export CORE_UTILIZATION = 40
export SYNTH_MEMORY_MAX_BITS = 65536
==> ./constraint.sdc <==
current_design lp_dma

set clk_period 140.7
set clk_io_pct 0.2

create_clock -name clk0 -period $clk_period [get_ports {aclk}]

set non_clock_inputs [all_inputs -no_clocks]
set_input_delay [expr $clk_period * $clk_io_pct] -clock clk0 $non_clock_inputs
set_output_delay [expr $clk_period * $clk_io_pct] -clock clk0 [all_outputs]
==> job_summary.md <==
## PnR job results

| Metric | Value |
|---|---|
| Critical path's slowest cell | `clkdlybuf4s50_1` |
| Distinct lib cells | `approximately 73` |
| Tool Warnings | `around 46` |
| DR vias/cell | `between 5 and 6` |
| Final cell count without fillers | `around 27000` |
| Total global routing overflow | `0` |
| Final Cycle Share | `between 20% and 30%` |
| Net Sw Frac | `between 20% and 30%` |
| CP endpoint kind | `flop` |
| Clk pwr share | `42.8%` |
| Worst path required time | `approximately 140000 ps` |
| Vias in the first global route | `approximately 170k` |
| Via count | `approximately 150k` |
| Leakage | `between 100 and 150 nW` |
| TritonCTS Buffers | `822` |
| Max-area cell share | `74.7%` |
| Commonest flop | `edfxtp_1` |
| Filler Cells Inserted | `between 60000 and 70000` |
| CP max FO | `16` |
| WL per Instance | `roughly 33 um` |
| Maxcap violations | `0` |
| Setup TNS | `0 ps` |
| Cell area leaders | `edfxtp_1 75%, mux4_2 18%, fa_1 1.2%` |
| Resize count post-CTS | `0` |
| Final-report hold violation count | `0` |
| Cells in synth_stat.txt | `~14000` |
| Int Power | `between 3 and 4 mW` |
| Initial antenna violation count | `105` |
| Root Buffer | `clkbuf_16` |
| Post-synthesis sequential area ratio | `between 70% and 80%` |
| Switch Pwr | `around 990 uW` |
| Reg clk slew, reported paths | `roughly 60 ps` |
| Post-synth ARST share | `0%` |
| Routed met2 length | `401000 um` |
| Routed wire length | `between 800000 and 900000 um` |
| H-Tree Depth | `6` |
| Max-slew headroom at the worst pin | `24.2%` |
| CTS Hold Bufs | `0` |
| Max clock buf depth | `4` |
| Levels on crit path | `31` |
| Combinational power share | `under 10%` |
| Status | `finished clean` |
| Min Tclk post-route | `between 30000 and 40000 ps` |
| Hold WS | `between 400 and 500 ps` |
| CTS tree | `done` |
| Actual slew at the worst max-slew pin | `about 1100 ps` |
| Synth flops | `between 8000 and 9000` |
| Post-synth EDFFs | `~8000` |
| Clk_skew | `about 110 ps` |
| Core Area | `slightly above 800000 sq um` |
| Top layer used by detailed routing | `met5` |
| Placed insts | `between 20000 and 30000` |
| Final setup fails | `0` |
| Worst Hold Depth | `2` |
| Mapped cell area | `around 330000 sq um` |
| Max incr delay on CP | `around 960 ps` |
| CP Buf/Inv Count | `6` |
| Chip Height | `909 um` |
| Flop pwr share | `between 50% and 60%` |
| Hold WC Path Type | `flop to flop` |
| Largest delay share family, worst path | `adder cells` |
| Most frequent CP cell | `fa_1` |
| P per Cell Area | `13.1 nW/um^2` |
| Met1 WL | `roughly 260000 um` |
| Startpoint types | `primary input` |
| I/O pins | `between 300 and 400` |
| Max IR drop VDD | `between 0.015 and 0.02 mV` |
| YS chip area | `about 330000 sq um` |
| Metal3 WL | `196000 um` |
| Largest net degree at the start of global routing | `129` |
| # Post-CTS Setup Buffers | `0` |
| PortBufs | `about 250` |
| CTS sink cnt | `between 8000 and 9000` |
| GRT Util Overall | `23.8%` |
| Mean post-synth cell area | `around 23 sq um` |
| Crit path kind | `primary input to flop` |
| Max-slew violations | `0` |
| # rows | `between 300 and 400` |
| Slack of the critical path | `105050 ps` |
| FP Core Util | `40.2%` |
| Die width | `~910 um` |
| Critical path arrival | `36650 ps` |
| Ys Warns | `3` |
| Synth Instances | `roughly 14000` |
| Drt drc | `0` |
| Pre-CTS setup slack | `103860 ps` |
| Util after Layout | `45.9%` |
| Die ar. | `approximately 830000 sq um` |
| Starting DRT DRC Count | `approximately 10000` |
| First-pass GRT wire length | `around 1300000 um` |
| DP HPWL | `a little over 500000 um` |
| Placer Congestion | `about 0.86` |
| Worst Reg-to-Reg Cells | `29` |
| DR pass1 iterations | `5` |
| Antenna-violating nets left | `0` |
| Clk ins delay skew pair | `between 1000 and 1500 ps` |
| RSZ-0062 raised after global routing | `false` |
| Top achievable clock speed | `about 28 MHz` |
| Layout cells sized above 1 | `30.6%` |
| Layout area overhead | `14.2%` |
| Dominant cell type by area after synthesis | `edfxtp_1` |
## worst paths after layout
check,startpoint,end,slack (ps)
worst max-delay path,stride[9],fsm_axi_araddr[31],105050
worst min-delay path,fsm_axi_awaddr[28],fsm_axi_awaddr[28],450
worst max register to register,element_counter[12],fsm_axi_araddr[31],131920
worst min register to register,fsm_axi_awaddr[28],fsm_axi_awaddr[28],450
## layout by cell type, fill, tap and decap left out, types with 18 or more instances in the layout
master / instances
a21o_1: 18
conb_1: 50
nor2b_4: 32
xnor2_1: 63
xor2_1: 78
clkbuf_16: 832
bufinv_16: 41
o21ai_0: 88
and2_1: 121
or4_1: 29
o21ai_1: 31
buf_4: 752
nor2_4: 257
mux2_2: 54
a211oi_1: 25
clkdlybuf4s50_1: 246
fa_1: 195
nand3_1: 60
nor2b_1: 73
nand2_1: 308
mux4_2: 2616
clkbuf_1: 222
inv_1: 263
nor3_1: 20
a22oi_1: 36
clkinv_2: 117
edfxtp_1: 8193
nand4_1: 18
o22ai_1: 93
diode_2: 120
clkinv_1: 188
nor2_1: 92
dfxtp_1: 162
ha_1: 143
a21oi_1: 82
## kinds of logic (layout without fill, tap and decap cells)
logic type	after synthesis	in the layout	share of synthesized area, %
AND-OR/OR-AND	501	501	0.973
XOR/XNOR	141	141	0.375
adder cells (fa/ha/maj)	338	338	1.73
buffers and inverters	1072	2764	1.43
flip-flops	8363	8363	75.8
multiplexers	2679	2679	18.1
other	2	170	0.00228
AND/OR/NAND/NOR	1121	1121	1.60
## registers in the layout, indices dropped and copies added (netlist names), named ones only
| signal | count |
|---|---|
| write_buffer | 8192 |
| fsm_axi_araddr | 32 |
| fsm_axi_awaddr | 32 |
| fsm_axi_wdata | 32 |
| element_counter | 16 |
| write_element_counter | 16 |
| burst_element_counter | 8 |
| fsm_axi_awlen | 8 |
| write_buffer_counter | 8 |
| current_state | 4 |
| fsm_axi_arvalid | 1 |
| fsm_axi_awvalid | 1 |
| fsm_axi_bready | 1 |
| fsm_axi_rready | 1 |
| fsm_axi_wlast | 1 |
| fsm_axi_wvalid | 1 |
| jump_state | 1 |
## cells in the mapped netlist (all sizes together), types with 93 or more instances
cell type,count
nor2b,105
edfxtp,8193
ha,143
inv,263
mux4,2616
o21ai,123
fa,195
buf,375
clkbuf,433
o22ai,93
dfxtp,170
nor2,349
and2,121
nand2,337
## power by group through the flow
| stage | Clock (mW) | Sequential, mW | Combinational [mW] |
|---|---|---|---|
| CTS | 2.14 | 2.73 | 0.0718 |
| global route | 2.23 | 2.73 | 0.0777 |
| finish | 2.10 | 2.73 | 0.0711 |
## tightest hold or removal path, stage by stage (launching register included)
cell and delay (ps):
dfxtp_1 320, nand2_1 40, o21ai_0 50
## stage by stage
step	area, sq um	total power, mW
final	376000	4.91
after global routing	376000	5.04
after CTS	376000	4.95
after detailed placement	350000	2.86
after global placement	350000	2.86
after floorplan	329000	2.83
## layout make-up
type,count,area (sq um),area share (%)
timing repair buffer,1011,8350,2.22
clock buffer,1065,21800,5.80
inverter,264,991,0.264
sequential,8363,249000,66.4
clock inverter,424,3760,1.00
multi-input combinational,4830,77700,20.7
antenna,120,300,0.0799
tap,10855,13600,3.61
## routing by layer
metal	vias up	track usage (%)
met5	-	3.13
met4	118	5.81
met3	1469	23.0
met2	11025	33.0
met1	77869	26.4
li1	62370	-
No activity file was given, so power comes from the tool's default toggle rates.
