==> /design/flow/design.v <==
`timescale 1ns / 1ps
module fifo_write_interface #(parameter NUM_ELEMENTS_WIDTH = 16) (
		input wire  aclk,
		input wire  aresetn,
		input wire rst_busy,
		input wire fifo_empty,
		output wire S_AXIS_TREADY,
		input wire [31:0] S_AXIS_TDATA,
		input wire S_AXIS_TVALID,
		input wire [31:0] addr_offset,
		input wire [NUM_ELEMENTS_WIDTH - 1:0] num_elements,
		input wire start,
		output wire busy,                      
		output wire done,                      
		output wire [1:0] M_AXI_AWID,          
		output wire [31:0] M_AXI_AWADDR,       
		output wire [7:0] M_AXI_AWLEN,         
		output wire [2:0] M_AXI_AWSIZE,        
		output wire [1:0] M_AXI_AWBURST,       
		output wire  M_AXI_AWLOCK,             
		output wire [3:0] M_AXI_AWCACHE,       
		output wire [2:0] M_AXI_AWPROT,        
		output wire [3:0] M_AXI_AWQOS,         
		output wire  M_AXI_AWVALID,            
		input wire  M_AXI_AWREADY,
		output wire [31:0] M_AXI_WDATA,        
		output wire [3:0] M_AXI_WSTRB,         
		output wire  M_AXI_WLAST,              
		output wire  M_AXI_WVALID,             
		input wire  M_AXI_WREADY,
		input wire [1:0] M_AXI_BID,
		input wire [1:0] M_AXI_BRESP,
		input wire  M_AXI_BVALID,
		output wire  M_AXI_BREADY              
    );
    assign M_AXI_AWID = 2'b0;
    assign M_AXI_AWSIZE = 3'b010;        
    assign M_AXI_AWBURST = 2'b01;        
    assign M_AXI_AWLOCK = 1'b0;
    assign M_AXI_AWCACHE = 4'b0010;
    assign M_AXI_AWPROT = 3'h0;
    assign M_AXI_AWQOS = 4'h0;
    assign M_AXI_WSTRB = 4'hF;           
    reg [31:0] fsm_axi_awaddr;
    reg [7:0] fsm_axi_awlen;
    reg fsm_axi_awvalid;
    reg [31:0] fsm_axi_wdata;
    reg fsm_axi_wlast;
    reg fsm_axi_wvalid;
    reg fsm_axi_bready;
    reg fsm_axis_tready;
    reg fsm_busy;
    reg fsm_done;
    assign M_AXI_AWADDR = fsm_axi_awaddr;
    assign M_AXI_AWLEN = fsm_axi_awlen;
    assign M_AXI_AWVALID = fsm_axi_awvalid;
    assign M_AXI_WDATA = fsm_axi_wdata;
    assign M_AXI_WLAST = fsm_axi_wlast;
    assign M_AXI_WVALID = fsm_axi_wvalid;
    assign M_AXI_BREADY = fsm_axi_bready;
    assign S_AXIS_TREADY = fsm_axis_tready;
    assign busy = fsm_busy;
    assign done = fsm_done;
    reg [NUM_ELEMENTS_WIDTH - 1:0] element_counter;          
    reg [7:0] burst_element_counter;                         
    reg [5:0] current_state;
    localparam S0 = 'd0, 
              S1 = 'd1, 
              S2 = 'd2, 
              S3 = 'd3, 
              S4_LAST = 'd4,
              S4_NOT_LAST = 'd5,
              S5_LAST = 'd6,
              S6 = 'd8;
    always @ (posedge aclk) begin
        if (aresetn == 1'b0) begin
            current_state <= S0;
            element_counter <= 'b0;
            burst_element_counter <= 8'b0;
            fsm_axi_awaddr <= 32'b0;
            fsm_axi_awlen <= 8'b0;
            fsm_axi_awvalid <= 1'b0;
            fsm_axi_wdata <= 32'b0;
            fsm_axi_wlast <= 1'b0;
            fsm_axi_wvalid <= 1'b0;
            fsm_axi_bready <= 1'b0;
            fsm_axis_tready <= 1'b0;
            fsm_busy <= 1'b0;
            fsm_done <= 1'b0;
        end
        else if (rst_busy) current_state <= current_state;
        else begin
            case (current_state)
                S0: begin
                    fsm_done <= 1'b0;        
                    if (start == 1'b1) begin
                        fsm_busy <= 1'b1;
                        current_state <= S1;
                    end
                    else current_state <= S0;
                end
                S1: begin
                    fsm_axi_awaddr <= addr_offset + (element_counter << 'd2);
                    fsm_axi_awlen <= (num_elements - element_counter < 256) ? (num_elements[7:0] - element_counter[7:0] - 1) : 8'b1111_1111;  
                    burst_element_counter <= 8'b0;   
                    fsm_axi_awvalid <= 1'b1;
                    current_state <= S2;
                end
                S2: begin
                    if (M_AXI_AWREADY == 1'b1) begin
                        current_state <= S3;
                        fsm_axi_awvalid <= 1'b0;
                        fsm_axi_bready <= 1'b1;
                        fsm_axis_tready <= 1'b1;
                    end
                    else current_state <= S2;
                end
                S3: begin
                    if (S_AXIS_TVALID == 1'b1) begin
                        fsm_axi_wdata <= S_AXIS_TDATA;
                        fsm_axi_wvalid <= 1'b1;
                        fsm_axis_tready <= 1'b0;
                        if (burst_element_counter == fsm_axi_awlen) begin
                            fsm_axi_wlast <= 1'b1;
                            current_state <= S4_LAST;
                        end
                        else current_state <= S4_NOT_LAST;
                    end
                    else current_state <= S3;
                end
                S4_LAST: begin
                    if (M_AXI_WREADY == 1'b1) begin
                        current_state <= S5_LAST;
                        fsm_axi_wlast <= 1'b0;
                        fsm_axi_wvalid <= 1'b0;
                        element_counter <= element_counter + 1'b1;
                        burst_element_counter <= burst_element_counter + 1'b1;
                    end
                    else current_state <= S4_LAST;
                end
                S4_NOT_LAST: begin
                    if (M_AXI_WREADY == 1'b1) begin
                        current_state <= S3;
                        fsm_axi_wvalid <= 1'b0;
                        fsm_axis_tready <= 1'b1;
                        element_counter <= element_counter + 1'b1;
                        burst_element_counter <= burst_element_counter + 1'b1;
                    end
                    else current_state <= S4_NOT_LAST;
                end
                S5_LAST: begin
                    if (M_AXI_BVALID == 1'b1) begin
                        fsm_axi_bready <= 1'b0;
                        current_state <= S6;
                    end
                    else current_state <= S5_LAST;
                end
                S6: begin
                    if (element_counter == num_elements) begin
                        element_counter <= 'b0;
                        burst_element_counter <= 8'b0;
                        fsm_axi_awaddr <= 32'b0;
                        fsm_axi_awlen <= 8'b0;
                        fsm_axi_awvalid <= 1'b0;
                        fsm_axi_wdata <= 32'b0;
                        fsm_axi_wlast <= 1'b0;
                        fsm_axi_wvalid <= 1'b0;
                        fsm_axi_bready <= 1'b0;
                        fsm_axis_tready <= 1'b0;
                        fsm_busy <= 1'b0;
                        fsm_done <= 1'b1;
                        current_state <= S0;
                    end
                    else current_state <= S1;
                end
                default: begin
                    current_state <= S0;
                    element_counter <= 'b0;
                    burst_element_counter <= 8'b0;
                    fsm_axi_awaddr <= 32'b0;
                    fsm_axi_awlen <= 8'b0;
                    fsm_axi_awvalid <= 1'b0;
                    fsm_axi_wdata <= 32'b0;
                    fsm_axi_wlast <= 1'b0;
                    fsm_axi_wvalid <= 1'b0;
                    fsm_axi_bready <= 1'b0;
                    fsm_axis_tready <= 1'b0;
                    fsm_busy <= 1'b0;
                    fsm_done <= 1'b0;
                end
            endcase
        end
    end
endmodule
==> /design/flow/run.sh <==
#!/bin/bash
# OpenROAD 26Q1-2900-gdf79404cd8, Yosys 0.63+post, stock flow scripts
make -C /OpenROAD-flow-scripts/flow DESIGN_CONFIG=/design/flow/config.mk WORK_HOME=/design/flow/orfs finish
==> /design/flow/config.mk <==
export PLATFORM = sky130hd
export DESIGN_NAME = fifo_write_interface
export DESIGN_NICKNAME = fifo_write_interface
export VERILOG_FILES = /design/flow/design.v
export SDC_FILE = /design/flow/constraint.sdc
export NUM_CORES = 4
export LEC_CHECK = 1
export CORE_UTILIZATION = 30
==> /design/flow/constraint.sdc <==
current_design fifo_write_interface

set clk_period 9.1
set clk_io_pct 0.2

create_clock -name clk0 -period $clk_period [get_ports {aclk}]

set non_clock_inputs [all_inputs -no_clocks]
set_input_delay [expr $clk_period * $clk_io_pct] -clock clk0 $non_clock_inputs
set_output_delay [expr $clk_period * $clk_io_pct] -clock clk0 [all_outputs]
==> results.txt <==
status - finished clean
Top Layer Used - met4
vias in the first global route - 5,340
met2 wire len - 8160 um
Gate Count Post-Synth - 791
CP Launch Type - primary input
PortBufs - 166
Final ANT Viol Nets - 0
Post-synth EDFFs - 0
Arrival @ worst endpoint - 5190 ps
placed cell count - 1,200
n_diodes - 0
Finished Layout Cells - 1,216
CTS Sinks - 111
post-DP HPWL - 13,000 um
stage-log warning count - 31
Mapped Avg Cell Area - 8.24 um^2
Final Cell Area - 0.00861 mm^2
post-cts sizing count - 0
CTS Root Cell - clkbuf_16
placed cell area - 0.00829 mm^2
htree depth - 3
WS Path Type - in2reg
top-level I/O count - 195
Dominant Register Cell - dfxtp_1
DRC - 0
Max-cap violations - 0
total wire length - 17,500 um
Die Ht - 149 um
most common logic cell in the routed design - clkdlybuf4s50_1
total negative slack - 0 ps
Clock transition at path regs - 70 ps
clk latency late pin - 360 ps
initial antenna violation count - 0
Routed WL per cell - 14.4 um
yosys stat cell total - 791
M1 WL - 8350 um
synthesis warning total - 1
largest net degree at the start of global routing - 72
Peak supply drop - 0.000112 V
cycle use final - 54.6%
Min-Delay Path Class - reg2reg
Req. time, crit path - 9320 ps
Synth-to-Final Area Change - 32.1%
power per cell area - 124 mW/mm^2
Seq/Total Area, Yosys - 34.1%
Iter 0 DRT Violations - 244
first-pass GRT wire length - 27,400 um
GRT overflow - 0
area leader, netlist - dfxtp_1
synth unique cells - 69
Least-Margin Pin Slew - 703 ps
Yosys reg bits - 111
cell row count - 53
hold buffers post-CTS - 0
Via Count - 5,827
layout cells sized above 1 - 4.46%
max-slew violations - 0
ranking of synthesized cells by area - dfxtp_1 (34%), ha_1 (6.7%), nand2_1 (6.3%)
Die X - 149 um
f_max - 201 MHz
fp_density - 30.8%
CTS tree - yes
Fin. Hold Viols - 0
layout filler cell count - 2,131
Top Layout Cells - clkdlybuf4s50_1 (165), dfxtp_1 (111), nand2_1 (109)
CP endpoint kind - flop
Slew HR - 53.1%
Final Power - 1.06 mW
Post-CTS Setup Inserts - 0
1st-pass router iterations - 4
netlist area before placement - 0.00651 mm^2
All-Layer GR Usage - 15.7%
post-synth top area share - 34.1%
WHS - 448 ps
ys async rst share - 0%
area reported by Yosys stat - 0.00651 mm^2
CP max FO - 21
RSZ-0062 raised after global routing - false
leakage - 3.16 nW
Core Area - 0.0212 mm^2
# setup viols final - 0
met3 routed WL - 738 um
Via density - 4.79
fin crit period - 4970 ps
number of buffers created by CTS - 9
CTS max path bufs - 2
Setup Skew - 14.9 ps
GPL Wtd Cong - 0.886
die area - 0.0223 mm^2
routing by layer:
metal / global-route usage [%] / up-vias
met5: 0 / -
li1: - / 3023
met3: 1.62 / 16
met4: 1.89 / 0
met1: 23.2 / 2659
met2: 25.7 / 129
critical path, cell delays in order:
cell and delay, ps:
clkdlybuf4s50_1 440, ha_1 500, nand4_4 170, nor4_4 300
nand2_2 150, a211oi_4 560, nand2_2 410, and2_1 410
buf_4 260, nand2_1 80, o21ai_0 80
path summary, 6_finish.rpt:
path,startpoint,endpoint,slack (ps),cells after the start
min reg2reg,fsm_axi_awaddr[10],fsm_axi_awaddr[10],450,2
max,num_elements[8],fsm_axi_awaddr[15],4130,11
max reg2reg,element_counter[1],fsm_axi_awaddr[15],5500,11
min,fsm_axi_awaddr[10],fsm_axi_awaddr[10],450,2
logic make-up after synthesis:
kind of cell | synth area share, %
adders and majority gates | 7.34
buffers and inverters | 7.12
muxes | 0.787
xor gates and xnor gates | 7.93
other | 0.115
and+or+nand+nor | 22.9
DFF | 34.1
AOI/OAI and AO/OA | 19.7
registers in the layout, summed over array words and instances (netlist names):
signal	cells
burst_element_counter	8
current_state	8
element_counter	16
fsm_axi_awaddr	32
fsm_axi_awlen	8
fsm_axi_awvalid	1
fsm_axi_bready	1
fsm_axi_wdata	32
fsm_axi_wlast	1
fsm_axi_wvalid	1
fsm_axis_tready	1
fsm_busy	1
fsm_done	1
cell usage after synthesis, drive strengths merged, types with 8 or more instances:
cell / instances
ha: 35
a21oi: 29
and2: 11
nand3: 68
a21boi: 49
buf: 39
dfxtp: 111
nor2b: 12
nand2: 111
xor2: 29
nand4: 14
a21o: 9
xnor2: 30
o21ai: 42
and3: 8
inv: 30
clkbuf: 20
nor2: 42
nor3: 14
per-stage QoR:
stage	utilization, %	setup WS, ps
4_1_cts	40.7	4050
6_report	40.7	4130
3_3_place_gp	39.2	3680
3_5_place_dp	39.2	3700
5_1_grt	40.7	3880
2_1_floorplan	-	5110
power by group:
group	leakage [nW]	internal [mW]	switching, mW
clock network	0.155	0.228	0.199
registers	0.895	0.490	0.00342
logic	2.11	0.0731	0.0702
total	3.16	0.791	0.273
final cells by class:
class                           instances  area [um^2]  area share, %
Clock buffer                           11          243           2.82
Clock inverter                          5         75.1          0.872
Inverter                               30          113           1.31
Multi-Input combinational cell        612         3910           45.4
Sequential cell                       111         2220           25.8
Tap cell                              275          344           4.00
Timing Repair Buffer                  172         1700           19.8
Power and IR drop assume default switching activity.
